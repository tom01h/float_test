File: /design/flow/config.mk
export PLATFORM = sky130hd
export DESIGN_NAME = fmul
export DESIGN_NICKNAME = fmul
export VERILOG_FILES = /design/flow/design.v
export SDC_FILE = /design/flow/constraint.sdc
export NUM_CORES = 4
export LEC_CHECK = 1
export CORE_UTILIZATION = 30
File: /design/flow/constraint.sdc
current_design fmul

set clk_period 39.9
set clk_io_pct 0.2

create_clock -name clk0 -period $clk_period [get_ports {clk}]

set non_clock_inputs [all_inputs -no_clocks]
set_input_delay [expr $clk_period * $clk_io_pct] -clock clk0 $non_clock_inputs
set_output_delay [expr $clk_period * $clk_io_pct] -clock clk0 [all_outputs]
File: /design/flow/design.v
module fmul
  (
   input             clk,
   input             reset,
   input             req,
   input [31:0]      x,
   input [31:0]      y,
   output reg [31:0] rslt,
   output reg [4:0]  flag
   );
   integer           i;
   reg [31:0]        xh;
   wire [2:0]    br0 = {xh[1:0],1'b0};
   wire [2:0]    br1 = xh[3:1];
   wire [2:0]    br2 = xh[5:3];
   wire [2:0]    br3 = xh[15:13];
   wire [2:0]    br4 = xh[17:15];
   wire [2:0]    br5 = xh[19:17];
   wire [35:0]   by0, by1, by2;
   wire [35:0]   by3, by4, by5;
   wire          ng0 = (br0[2:1]==2'b10)|(br0[2:0]==3'b110);
   wire          ng1 = (br1[2:1]==2'b10)|(br1[2:0]==3'b110);
   reg           ng2;
   wire          ng3 = (br3[2:1]==2'b10)|(br3[2:0]==3'b110);
   wire          ng4 = (br4[2:1]==2'b10)|(br4[2:0]==3'b110);
   reg           ng5;
   wire [23:0]   fracy;
   booth booth0(.i(1'b0), .y_signed(1'b0), .br(br0), .y({fracy,8'h00}), .by(by0));
   booth booth1(.i(1'b1), .y_signed(1'b0), .br(br1), .y({fracy,8'h00}), .by(by1));
   booth booth2(.i(1'b1), .y_signed(1'b0), .br(br2), .y({fracy,8'h00}), .by(by2));
   booth booth3(.i(1'b1), .y_signed(1'b0), .br(br3), .y({fracy,8'h00}), .by(by3));
   booth booth4(.i(1'b1), .y_signed(1'b0), .br(br4), .y({fracy,8'h00}), .by(by4));
   booth booth5(.i(1'b1), .y_signed(1'b0), .br(br5), .y({fracy,8'h00}), .by(by5));
   reg [50:18]   ms;
   reg [64:0]    m;
   wire [7:0]    expx = (x[30:23]==8'h00) ? 8'h01 : x[30:23];
   wire [7:0]    expy = (y[30:23]==8'h00) ? 8'h01 : y[30:23];
   reg [9:0]     expr;
   reg           subn;
   wire          sgnr = x[31]^y[31];
   wire [23:0]   fracx = {(x[30:23]!=8'h00),x[22:0]};
   assign        fracy = {(y[30:23]!=8'h00),y[22:0]};
   wire [25:0]   fracr;
   wire [30:0]   guard;
   wire          rnd;
   wire [5:0]    nrmsft;                                         
   wire [56:0]   nrmi,nrm0,nrm1,nrm2,nrm3,nrm4,nrm5;
   wire [5:0]    snci;
   wire [4:0]    snc5;
   wire [3:0]    snc4;
   wire [2:0]    snc3;
   wire [1:0]    snc2;
   wire          snc1;
   assign nrmsft[5] = snci[5] & (~(|nrmi[56:24])|(&nrmi[56:24]));
   assign nrmsft[4] = snc5[4] & (~(|nrm5[56:40])|(&nrm5[56:40]));
   assign nrmsft[3] = snc4[3] & (~(|nrm4[56:48])|(&nrm4[56:48]));
   assign nrmsft[2] = snc3[2] & (~(|nrm3[56:52])|(&nrm3[56:52]));
   assign nrmsft[1] = snc2[1] & (~(|nrm2[56:54])|(&nrm2[56:54]));
   assign nrmsft[0] = snc1    & (~(|nrm1[56:55])|(&nrm1[56:55]));
   assign snci[5:0] = (expr[8:6]!=3'h0)    ? 6'h3f : expr[5:0];
   assign snc5[4:0] = (snci[5]&~nrmsft[5]) ? 5'h1f : snci[4:0];
   assign snc4[3:0] = (snc5[4]&~nrmsft[4]) ? 4'hf  : snc5[3:0];
   assign snc3[2:0] = (snc4[3]&~nrmsft[3]) ? 3'h7  : snc4[2:0];
   assign snc2[1:0] = (snc3[2]&~nrmsft[2]) ? 2'h3  : snc3[1:0];
   assign snc1      = (snc2[1]&~nrmsft[1]) ? 1'h1  : snc2[0];
   assign {fracr[25:0],guard[30:0]} = (subn) ? {1'b0,{26{1'b0}},m[55:28],(|m[27:0])}
                                             : {1'b0,m[55:2],|m[1:0]};
   assign nrmi = {fracr,guard};
   assign nrm5 = (~nrmsft[5]) ? nrmi : {nrmi[24:0], 32'h0000};
   assign nrm4 = (~nrmsft[4]) ? nrm5 : {nrm5[40:0], 16'h0000};
   assign nrm3 = (~nrmsft[3]) ? nrm4 : {nrm4[48:0], 8'h00};
   assign nrm2 = (~nrmsft[2]) ? nrm3 : {nrm3[52:0], 4'h0};
   assign nrm1 = (~nrmsft[1]) ? nrm2 : {nrm2[54:0], 2'b00};
   assign nrm0 = (~nrmsft[0]) ? nrm1 : {nrm1[55:0], 1'b0};
   wire [1:0] ssn = {nrm0[30],(|nrm0[29:0])};
   wire [2:0] grsn = {nrm0[32:31],(|ssn)};
   assign rnd = (grsn[1:0]==2'b11)|(grsn[2:1]==2'b11);
   wire [9:0]  expn = expr-nrmsft+(nrm0[56]^nrm0[55]);  
   always @ (posedge clk) begin
      if(req) begin
         subn <= 1'b0;
         expr <= expx + expy - 127 + 1;
         i<=5;
         xh<={8'h00,(x[30:23]!=8'h00),x[22:0]};
      end else if(i>=2) begin  
         ng2 <= (br2[2:1]==2'b10)|(br2[2:0]==3'b110);
         ng5 <= (br5[2:1]==2'b10)|(br5[2:0]==3'b110);
         case(i)
           5: begin
              ms[50:26] <= {3'b000,by0[35:14]}+{1'b0,by1[35:12]}+{1'b0,by2[33:10]};
              ms[25:18] <= 8'h00;
              m[64:8] <= {7'h00,by3[35:0],               by0[13:0]}+
                         {5'h00,by4[35:0],1'b0,ng3,      by1[11:0],1'b0,ng0}+
                         {3'h0 ,by5[35:0],1'b0,ng4,2'b00,by2[ 9:0],1'b0,ng1,2'b00};
              m[7:0]  <= 8'h00;
           end
           4,3: begin
              ms[50:26] <= {3'b000,ms[50],~ms[50],ms[49:30]}+{1'b0,by1[35:12]}+{1'b0,by2[33:10]};
              ms[25:18] <= ms[29:22];
              m[64:8] <= {3'b000, m[64], ~m[64], m[63:12]}+
                         {5'h00,by4[35:0],1'b0,ng5,      by1[11:0],1'b0,ng2}+
                         {3'h0 ,by5[33:0],1'b0,ng4,2'b00,by2[ 9:0],1'b0,ng1,2'b00};
              m[7:0]  <= m[11:4];
           end
           2: begin
              m[64:0] <= m[64:0]+
                         {1'b0,by4[35:0],1'b0,ng5,26'h0}+
                         {       ms[50], ~ms[50], ms[49:18],1'b0,ng2,12'h0000};
              if((expr==0)|expr[9])begin
                 expr <= expr+26;
                 subn <= 1'b1;
              end
           end
         endcase
         i<=i-1;
         xh<={4'h0,xh[31:4]};
      end
   end
   always @(*) begin
      rslt[31] = sgnr;
      flag = 0;
      if((x[30:23]==8'hff)&(x[22:0]!=0))begin
         rslt = x|32'h00400000;
         flag[4]=~x[22]|((y[30:23]==8'hff)&~y[22]&(y[21:0]!=0));
      end else if((y[30:23]==8'hff)&(y[22:0]!=0))begin
         rslt = y|32'h00400000;
         flag[4]=~y[22]|((x[30:23]==8'hff)&~x[22]&(x[21:0]!=0));
      end else if(x[30:23]==8'hff)begin
         if(y[30:0]==0)begin
            rslt = 32'hffc00000;
            flag[4] = 1'b1;
         end else begin
            rslt[31:0] = {x[31]^y[31],x[30:0]};
         end
      end else if(y[30:23]==8'hff)begin
         if(x[30:0]==0)begin
            rslt = 32'hffc00000;
            flag[4] = 1'b1;
         end else begin
            rslt[31:0] = {x[31]^y[31],y[30:0]};
         end
      end else if({fracr,guard}==0)begin
         rslt[30:0] = 31'h00000000;
      end else if(expn[9])begin
         rslt[30:0] = 31'h00000000;
         flag[0] = 1'b1;
         flag[1] = 1'b1;
      end else if((expn[8:0]>=9'h0ff)&(~expn[9]))begin
         rslt[30:0] = 31'h7f800000;
         flag[0] = 1'b1;
         flag[2] = 1'b1;
      end else begin
         rslt[30:0] = {expn[7:0],nrm0[54:32]}+rnd;
         flag[0]=|grsn[1:0];
         flag[1]=((rslt[30:23]==8'h00)|((expn[7:0]==8'h00)&~ssn[1]))&(flag[0]);
         flag[2]=(rslt[30:23]==8'hff);
      end
   end
endmodule
module booth
  (
   input             i,
   input             y_signed,
   input [2:0]       br,
   input [31:0]      y,
   output reg [35:0] by
   );
   wire              S = ((br==3'b000)|(br==3'b111)) ? 1'b0 : (y[31]&y_signed)^br[2] ;
   always @(*) begin
      case(br)
        3'b000: by[32:0] =  {33{1'b0}};
        3'b001: by[32:0] =  {y[31]&y_signed,y[31:0]};
        3'b010: by[32:0] =  {y[31]&y_signed,y[31:0]};
        3'b011: by[32:0] =  {y[31:0],1'b0};
        3'b100: by[32:0] = ~{y[31:0],1'b0};
        3'b101: by[32:0] = ~{y[31]&y_signed,y[31:0]};
        3'b110: by[32:0] = ~{y[31]&y_signed,y[31:0]};
        3'b111: by[32:0] =  {33{1'b0}};
      endcase
      if(i) by[35:33] = {2'b01,~S};
      else  by[35:33] = {~S,S,S};
   end
endmodule
File: /design/flow/run.sh
#!/bin/bash
# OpenROAD 26Q1-2900-gdf79404cd8, Yosys 0.63+post, stock flow scripts
make -C /OpenROAD-flow-scripts/flow DESIGN_CONFIG=/design/flow/config.mk WORK_HOME=/design/flow/orfs finish
==> results.py <==
# Generated from Yosys and OpenROAD reports
metrics = {
    "clocking": {
        "cts_buffer_depth": 2,
        "cts_root_buf": "clkbuf_16",
        "htreeDepth": 4,
        "postCtsSetupBuffers": 0,
        "cts.sinks": 167,
        "clk_latency_ns": 0.53,
        "cts_buffers": 17,
        "cts_resized": 0,
        "path_clk_slew_ns": 0.08,
        "cts_hold_buf": 0,
        "cts_tree": "built",
    },
    "drt": {
        "vias_per_cell": 5.51,
        "drcViolationCount": 0,
        "avgRoutedWirePerCell_microns": 20.5,
        "vias": 28800,
        "initialDrtViolationCount": 2425,
        "postRouteAntennaNets": 0,
        "wl_microns": 107000,
        "drtPass1Iterations": 6,
    },
    "grt": {
        "grt_pass1_vias": 26900,
        "antenna_found_initial": 1,
        "track_usage_pct": 21.2,
        "grt_max_degree": 54,
        "gr-total-overflow": 0,
        "grt_pass1_wl_microns": 164000,
    },
    "timing": {
        "clock_skew_ns": 0.0200,
        "setup_viol": 0,
        "rsz0062_at_grt": "no",
        "finalCritPeriodShare_pct": 50.7,
        "max_freq_mhz": 49.5,
        "whs_ns": 0.472,
        "fin_tns_setup_ns": 0,
        "layout_setup_ws_ns": 19.69,
        "drv_slew": 0,
        "min_period_ns": 20.21,
        "hold_violations": 0,
        "relSlewSlack_pct": 35.9,
        "tightest_slew_ns": 0.958,
    },
    "synthesis": {
        "edf_count": 134,
        "ys_types": 100,
        "ys_area_sq_um": 30500,
        "netlist_area_sq_um": 30500,
        "synth_seq_share_pct": 15.3,
        "ys_cells": 3856,
        "syn_avg_cell_area_sq_um": 7.92,
        "ff_type": "edfxtp_1",
        "syn_inst": 3856,
        "yosys_warnings": 2,
        "numSynthFlops": 167,
        "ys_async_sr_fraction_pct": 0,
    },
    "placed_design": {
        "place_area_sq_um": 33200,
        "io_buffer_count": 101,
        "place_ws_ns": 19.72,
        "placedCellCount": 5190,
        "post-dp-hpwl_microns": 83800,
        "gp_congestion": 1.00,
    },
    "die": {
        "core_util_floorplan_pct": 30.4,
        "dieArea_sq_um": 103000,
        "die_x_microns": 321,
        "rows": 116,
        "ios": 104,
        "dieHeight_microns": 321,
        "coreArea_sq_um": 100000,
    },
    "final_layout": {
        "fillers": 10600,
        "layout_top_cell": "inv_1",
        "fin_util_pct": 33.7,
        "syn2layout_area_growth_pct": 10.7,
        "final_cells": 5223,
        "drive_gt1_share_pct": 6.68,
        "design_area_sq_um": 33800,
        "final_cell_mix": "349 x inv_1, 318 x nor2_1, 280 x nand2_1",
    },
    "worst_setup_path": {
        "required_ns": 31.92,
        "critPathLaunch": "y[16]",
        "reg2reg_depth": 24,
        "worstSetupPathType": "in -> out",
        "arrival_ns": 12.23,
        "endpoint_kind": "output port",
        "worstReg2RegStart": "xh[1]",
        "crit_fanout": 20,
        "cp-start-kind": "input pin",
    },
    "outcome": {
        "status": "finished clean",
    },
    "flow_run": {
        "cap_violations": 0,
        "openroad.warnings": 39,
    },
    "min_path": {
        "min-delay-start": "i[19]",
        "holdPathStages": 2,
        "hold_class": "reg -> reg",
    },
}
## path summary, 6_finish.rpt
kind | endpoint | slack [ns]
min reg2reg | i[19] | 0.47
min | i[19] | 0.47
max reg2reg | m[61] | 31.57
max | rslt[17] | 19.69
## metal layers
metal / vias to the layer above / global-route usage, % / share of wire [%]
li1: 13900 / - / -
met1: 13600 / 30.2 / 44
met2: 1134 / 31.8 / 44
met3: 201 / 5.94 / 9.0
met4: 2 / 6.08 / 3.5
met5: - / 0 / 0.012
## cells in the mapped netlist (all sizes together), types with 12 or more instances
master | instances | area (sq um)
inv | 354 | 1330
nor2 | 321 | 1220
nand2 | 281 | 1050
ha | 272 | 3400
a21oi | 240 | 1220
o21ai | 240 | 1200
xnor2 | 230 | 2010
clkbuf | 177 | 664
fa | 151 | 3020
edfxtp | 134 | 4020
xor2 | 109 | 955
mux2i | 106 | 1060
a21o | 91 | 684
a22oi | 77 | 578
nor3 | 77 | 385
nand3 | 73 | 378
o221ai | 55 | 482
buf | 53 | 238
nand2b | 53 | 332
o22ai | 51 | 319
a211oi | 50 | 375
mux2 | 49 | 552
nor4 | 48 | 307
or3 | 45 | 282
and2 | 35 | 219
o31ai | 35 | 263
dfxtp | 33 | 661
nor2b | 32 | 200
nand4 | 27 | 169
and3 | 24 | 150
o211ai | 24 | 185
a31oi | 22 | 138
o21bai | 22 | 165
a21boi | 19 | 143
or2 | 19 | 119
or4 | 19 | 150
o21a | 18 | 135
a221oi | 16 | 140
a221o | 15 | 150
a41oi | 13 | 121
a22o | 12 | 105
## critical path, cell delays in order
cell	delay, ns
clkdlybuf4s50_1	0.40
buf_4	0.25
or4_1	0.54
nor4_1	0.46
nor2b_1	0.28
nor2_1	0.11
a21oi_1	0.58
nor2_1	0.12
nor2_1	0.54
a22oi_1	0.21
o41ai_1	0.13
clkdlybuf4s50_1	0.61
## kinds of logic after synthesis
| logic type | share of synthesized area (%) |
|---|---|
| AOI/OAI and AO/OA | 24.2 |
| and+or+nand+nor | 17.0 |
| buffers and inverters | 7.33 |
| adders and majority gates | 21.0 |
| xor gates and xnor gates | 9.72 |
| DFF | 15.3 |
| muxes | 5.37 |
| other | 0.0123 |
## cell type report
class | instances | area [sq um] | area share (%)
Clock buffer | 18 | 450 | 1.33
Sequential cell | 167 | 4690 | 13.9
Inverter | 356 | 1340 | 3.95
Antenna cell | 1 | 2.50 | 0.00740
Tap cell | 1357 | 1700 | 5.02
Clock inverter | 14 | 145 | 0.429
Timing Repair Buffer | 207 | 1800 | 5.33
Multi-Input combinational cell | 3103 | 23700 | 70.1
## registers in the layout (all words and copies together) (netlist names)
register  flops
ng2           1
ng5           1
m            65
expr         10
xh           24
i            32
subn          1
ms           33
